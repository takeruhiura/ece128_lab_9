===== /design/flow/config.mk =====
export PLATFORM = sky130hd
export DESIGN_NAME = combinational_mult
export DESIGN_NICKNAME = combinational_mult
export VERILOG_FILES = /design/flow/design.v
export SDC_FILE = /design/flow/constraint.sdc
export NUM_CORES = 4
export LEC_CHECK = 1
export CORE_AREA = 10 10 72 72
export DIE_AREA = 0 0 82 82

===== /design/flow/constraint.sdc =====
current_design combinational_mult

set clk_period 3.4
set clk_io_pct 0.2

create_clock -name clk0 -period $clk_period

set non_clock_inputs [all_inputs -no_clocks]
set_input_delay [expr $clk_period * $clk_io_pct] -clock clk0 $non_clock_inputs
set_output_delay [expr $clk_period * $clk_io_pct] -clock clk0 [all_outputs]

===== /design/flow/design.v =====
`timescale 1ns / 1ps
module combinational_mult(a,b,p
    );
    input [3:0] a,b;
    wire [3:0] m0;
    wire [3:0] m1;
    wire [3:0] m2;
    wire [3:0] m3;
    wire [7:0] s1, s2, s3;
    output [7:0] p;
    assign m0 = {4{b[0]}} & a;
    assign m1 = {4{b[1]}} & a;
    assign m2 = {4{b[2]}} & a;
    assign m3 ={4{b[3]}} & a;
    assign s1 = m0 + (m1 <<1);
    assign s2 = s1 + (m2 << 2);
    assign s3 = s2 + (m3 << 3);
    assign p = s3;
endmodule

===== /design/flow/run.sh =====
#!/bin/bash
# OpenROAD 26Q1-2900-gdf79404cd8, Yosys 0.63+post, stock flow scripts
make -C /OpenROAD-flow-scripts/flow DESIGN_CONFIG=/design/flow/config.mk WORK_HOME=/design/flow/orfs finish

==> flow_summary_export.csv <==
group,metric,value,unit
final_timing,tightest_slew,135.9,ps
logic_synthesis,top_cells_by_area,"ha_1 32%, fa_1 26%, and2_1 19%",
global_route,grt_pass1_wl,1593,um
global_route,gr-total-overflow,0,
logic_synthesis,synth-xor-area-share,6.818,%
critical_path,path_class,"in -> out",
detailed_routing,route.detailed.drc,0,
critical_path,critical_path_arrival,3070,ps
global_route,grt_pass1_vias,351,
critical_path,setup.worst_path.start,"b[1]",
final_timing,final_hold_viol_count,0,
detailed_routing,ant_nets,0,
die,die_h,82,um
logic_synthesis,adder_share,58.44,%
logic_synthesis,ys_chip_area,385.4,um^2
logic_synthesis,yosysTopAreaCell,"ha_1",
final_timing,fin_crit,3753,ps
pwr,p_leak,0.3493,nW
detailed_routing,finalWirelength,981,um
global_route,grt.total_usage,2.869,%
final_timing,period_used_share,110.4,%
cells_and_area,n_clock_buffer,0,
logic_synthesis,topCombFamilyByArea,"adder cells",
logic_synthesis,synth-warning-count,0,
logic_synthesis,simple_gate_share,23.38,%
job,max-cap-violations,0,
final_timing,fmax,266.4,MHz
detailed_routing,vias,362,
hold_path,holdPathStages,5,
job,tool_warnings,35,
placed_design,place_congestion,0.8712,
logic_synthesis,mux_area_share,0,%
hold_path,hp-start,"a[3]",
run_status,status,"complete, but fails checks",
pwr,p_per_area,157.8,mW/mm^2
critical_path,crit_fanout,3,
critical_path,required,2720,ps
final_timing,whs,1958,ps
logic_synthesis,synthCells,42,
final_timing,rsz0062_at_grt,"true",
placed_design,port_buffers,16,
cells_and_area,drive_gt1_share,43.94,%
critical_path,critPathLaunchType,"input pin",
hold_path,min_path_type,"in -> out",
detailed_routing,drtPass1Iterations,2,
global_route,antenna_found_initial,0,
logic_synthesis,syn-mean-instance-area,9.175,um^2
die,pin_count,16,
cells_and_area,final_cell_area,671.9,um^2
logic_synthesis,syn_area,385.4,um^2
final_timing,finalSetupViolations,4,
cells_and_area,flop-count,0,
logic_synthesis,ys_sh_aoi,7.468,%
detailed_routing,drt_iter0_markers,17,
logic_synthesis,ys_seq_share,0,%
placed_design,pre_cts_slack,-1166,ps
die,core_area,0.003689,mm^2
detailed_routing,vias_per_cell,3.175,
placed_design,dpl-instance-area,665.6,um^2
cells_and_area,mostFrequentLayoutCells,"8 x and2_1, 8 x ha_1, 8 x buf_4",
final_timing,finalWorstSetupSlack,-353.3,ps
die,fp_util,10.45,%
cells_and_area,regArea,0,um^2
cells_and_area,synthToLayoutAreaGrowth,74.35,%
die,rows,22,
pwr,vdd_ir_drop_max,31.57,uV
run_status,violations,"negative setup slack",
final_timing,relSlewSlack,90.87,%
critical_path,setup.worst_path.end_class,"output port",
detailed_routing,insertedDiodeCount,0,
detailed_routing,post_drt_wl_per_cell,8.605,um
logic_synthesis,yosysUniqueCellTypes,10,
logic_synthesis,synth-cells-yosys,42,
logic_synthesis,top_cell_area_share,32.47,%
cells_and_area,fillers,413,
global_route,grt_max_degree,5,
final_timing,slew_violations,0,
die,die_width,82,um
die,dieArea,0.006724,mm^2
placed_design,dpl.hpwl,863.9,um
==> layer usage <==
layer	global-route usage [%]	vias to the layer above	share of wire (%)
met5	0	-	0
met4	0	0	0
met3	1.432	0	16
met2	3.135	14	28
met1	4.856	162	56
li1	-	186	-
==> where the power goes <==
group	internal [mW]	total, mW	switching, mW
Clock	0	0	0
Combinational	0.0651	0.106	0.0409
Sequential	0	0	0
Total	0.0651	0.106	0.0409
==> logic make-up (layout without fill, tap and decap cells) <==
group	after synthesis	in the layout
AND/OR/NAND/NOR	16	16
XOR/XNOR	3	3
AND-OR/OR-AND	4	4
buffers and inverters	4	28
adder cells (fa/ha/maj)	15	15
==> metrics by stage <==
stage	total power, mW	TNS, ps	instances	utilization (%)
finish	0.1060	-764.9	114	18.22
global route	0.1235	-1110	114	18.22
CTS	0.1090	-1030	113	17.94
detailed placement	0.1117	-4345	113	18.05
global placement	0.1142	-4410	113	18.05
floorplan	0.03952	-79.59	42	-
==> final timing paths <==
kind	end	slack [ps]
max	p[7]	-350
min	p[7]	1960
==> what timing repair did <==
| item | 4_1_cts | 5_1_grt |
|---|---|---|
| setup endpoints to repair | 5 | 4 |
| gates resized | 47 | 4 |
| gates cloned | 0 | 0 |
| pin swaps | 11 | 8 |
| setup buffers | 0 | 1 |
| hold buffers | 0 | 0 |
==> worst max-delay path: stages <==
cell and delay [ps]:
buf_8 100, and2_4 150, fa_1 530, inv_1 50, fa_1 480, inv_2 40
ha_4 150, fa_2 330, a21o_1 170, a21oi_2 130, xnor2_1 130, buf_2 120
==> cell usage after synthesis <==
cell type / n
a21o_1: 2
a21oi_1: 1
a21oi_2: 1
and2_1: 12
fa_1: 5
ha_1: 10
inv_1: 4
nand2_1: 4
xnor2_1: 2
xor2_1: 1
==> area by class of cell <==
class              count  area (um^2)  share of cell area (%)
multi-input cells     38        414.1                   61.64
repair buffers        24        182.7                   27.19
well taps             48        60.06                   8.939
inverters              4        15.01                   2.235
No activity file was given, so power comes from the tool's default toggle rates.
