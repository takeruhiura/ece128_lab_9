==> design/flow/design.v <==
`timescale 1ns / 1ps
module sequential_mult(
    input clk,
    input rst,
    input [3:0] a,
    input [3:0] b,
    output reg [7:0] p
    );
    reg [7:0] multiplicand, partial_product;
    reg [3:0] operand_b;
    reg [2:0] shift_count;
    reg [2:0] PS,NS;
    parameter s0_idle=3'd0,s1_multiply=3'd1,s2_update=3'd2,s3_done=3'd3;
    always @(posedge clk)
    begin
        if(rst) begin
            PS<=s0_idle;
            end
        else
            PS<=NS;
    end
    always @(posedge clk) begin
    case(PS)
        s0_idle:
        begin
        multiplicand<={4'b0,a};
        partial_product<=8'b0;
        shift_count<=3'b0;
        operand_b<=b;
        NS<=s1_multiply;
        end
        s1_multiply: begin 
        if(operand_b[0]==0 && shift_count<4) begin
            multiplicand<=multiplicand<<1;
            partial_product<=partial_product;
            shift_count<=shift_count+1;
            operand_b<=operand_b>>1;
            NS<=s1_multiply;
            end
        else if(operand_b[0]==1&&shift_count<4) begin
            multiplicand<=multiplicand<<1;
            partial_product<=partial_product+multiplicand;
            shift_count<=shift_count+1;
            operand_b<=operand_b>>1;
            NS<=s1_multiply;
            end
            else if(shift_count==4) begin
            NS<=s2_update;
            end
            end
        s2_update: begin
            NS<=s3_done;
            p <= partial_product;
        end
        s3_done: begin
            NS <= s0_idle;
            end
        endcase
    end
endmodule
==> design/flow/run.sh <==
#!/bin/bash
# OpenROAD 26Q1-2900-gdf79404cd8, Yosys 0.63+post, stock flow scripts
make -C /OpenROAD-flow-scripts/flow DESIGN_CONFIG=/design/flow/config.mk WORK_HOME=/design/flow/orfs finish
==> design/flow/config.mk <==
export PLATFORM = sky130hd
export DESIGN_NAME = sequential_mult
export DESIGN_NICKNAME = sequential_mult
export VERILOG_FILES = /design/flow/design.v
export SDC_FILE = /design/flow/constraint.sdc
export NUM_CORES = 4
export LEC_CHECK = 1
export CORE_UTILIZATION = 40
==> design/flow/constraint.sdc <==
current_design sequential_mult

set clk_period 6.3
set clk_io_pct 0.2

create_clock -name clk0 -period $clk_period [get_ports {clk}]

set non_clock_inputs [all_inputs -no_clocks]
set_input_delay [expr $clk_period * $clk_io_pct] -clock clk0 $non_clock_inputs
set_output_delay [expr $clk_period * $clk_io_pct] -clock clk0 [all_outputs]
==> deck_impl_summary.md <==
Run Summary

Pwr
  – Switch Pwr: 303 µW
  – Clock power share: 19.1%
  – Total Power: 930 µW
  – Leak pwr: 0.782 nW
  – Logic pwr share: 35.4%
  – Switching part of the total: 32.6%
  – Internal: 626 µW
  – Seq pwr share: 45.5%
  – PwrDens: 475 nW/µm²
  – Worst vdd rail ir drop: 251 µV

Setup path
  – Stages on worst setup path: 1
  – Worst flop-to-flop path startpoint: partial_product[1]$_SDFFCE_PN0P_
  – CP max-delay cell: clkdlybuf4s50_1
  – CP peak stage delay: 0.45 ns
  – CP cell instances: clkdlybuf4s50_1
  – Kind of end point of the critical path: output port
  – Worst Path Required: 5.04 ns
  – CP startpoint kind: flop
  – CP top delay family: buffers and inverters
  – Reg-to-reg critical path endpoint: partial_product[5]$_SDFFCE_PN0P_
  – Reg2Reg Depth: 5
  – Maximum net fanout on the critical path: 1
  – Worst path arrival time: 1.05 ns
  – CP Buf/Inv Count: 1
  – Crit path from: p[0]$_DFFE_PP_
  – Worst reg2reg setup slack: 4.40 ns
  – Critical path type: flop to output port
  – CP Capture Point: p[0]

STA
  – Max Fclk: 432 MHz
  – Slew @ Worst Pin: 0.892 ns
  – Layout Skew: 0.00210 ns
  – Final setup viols: 0
  – Minimum clock period: 2.31 ns
  – Final hold slack: 0.456 ns
  – Hold Vio Cnt, Final: 0
  – Max Slew Vio Count: 0
  – Period utilization: 36.7%
  – RSZ-0062 raised after global routing: no
  – Setup_tns: 0 ns
  – Relative slew slack: 40.4%
  – Worst setup margin: 3.99 ns

Placement
  – I/O Buffers: 17
  – Pre-CTS WS: 4.22 ns
  – Placed insts: 193
  – Placer congestion estimate: 0.870
  – Detailed Place HPWL: 1.66 mm
  – Post-place instance area: 1860 µm²

Status
  – Outcome: finished clean

Logic synthesis
  – Syn Area/Cell: 12.6 µm²
  – Yosys stat cell total: 129
  – Synth area leader: edfxtp_1
  – Sequential share of the synthesized area: 63.4%
  – Syn Inst Count: 129
  – Top cells by area: edfxtp_1, ha_1, nand2_1
  – Unique cell types: 33
  – Chip Area, Yosys: 1630 µm²
  – Synthesis-stage register bit count: 35
  – Post-Syn Area: 1630 µm²
  – Syn. warnings: 1
  – Area share, top type: 60.9%

Clock network
  – Clock Path Buffers: 2
  – Num CTS Buffers: 5
  – CTS tree: built
  – Post-cts sizing count: 0
  – Postcts setup bufs: 0
  – Hold_buf cts: 0
  – Clock-pin slew on the worst setup and hold paths: 0.07 ns
  – Clock sink count: 35
  – Clk latency of the worst-skew pair: 0.28 ns
  – Root Buffer: clkbuf_8
  – H-tree Lvls: 2

Global routing
  – First-pass GRT wire length: 4.31 mm
  – Number of global-route vias before repair: 926
  – GRT Total Usage: 14.1%
  – Initial antenna violation count: 0
  – Largest net degree at the start of global routing: 18
  – Total grt overflow: 0

Routing
  – DRC viols: 0
  – WL final: 2.50 mm
  – Vias per cell: 5.02
  – Diode count: 0
  – DR pass1 iterations: 4
  – Detailed Route Iter0 Violations: 41
  – Vias post-DR: 1010
  – Antenna viol nets, final: 0
  – WL/cell: 12.4 µm

Finish
  – Share of layout cells above drive strength 1: 7.19%
  – Area delta synth->final: 20.4%
  – Finished Cell Area: 1960 µm²
  – Final Util: 51.9%
  – Cell Count, Final, Fillers Out: 201

Floorplan
  – FP Core Util: 43.1%
  – Row count: 22
  – Total die size: 4330 µm²
  – Die width: 65.8 µm
  – DIE HEIGHT: 65.8 µm
  – I/O pins: 18
  – Core Region: 3770 µm²

Job
  – Number of warnings in the stage logs: 26
  – Max-Cap Viols: 0

Hold path
  – Hold Crit Class: flop to flop
  – Worst Min Path Start: NS[0]$_DFFE_PP_
  – Hold path depth: 1
-- power groups by stage --
stage | Clock, mW | Combinational (mW) | Sequential, mW
finish | 0.177 | 0.329 | 0.423
global route | 0.189 | 0.378 | 0.436
CTS | 0.180 | 0.331 | 0.424
-- cell type report --
class                      instances  area [µm²]
fill                             306        1810
sequential                        35        1030
multi-input combinational         83         552
timing repair buffer              19         185
clock buffer                       8         100
tap                               48        60.1
inverter                           8        30.0
-- synthesized netlist by cell type --
cell type  count
a211oi_2       1
ha_1           9
and2b_1        1
nand3_1        3
a21oi_1        6
o21a_1         2
inv_2          1
o211a_1        1
a21o_1         2
nor3b_1        1
nand2b_1       1
or3_1          2
nand2_1       16
inv_1          7
a211oi_1       1
a311o_1        1
o21bai_1       1
nand3b_1       1
dfxtp_1        2
o31ai_1        2
and2_1         8
buf_2          2
edfxtp_1      33
xnor2_1        2
mux2i_1        1
clkbuf_1       1
a21boi_0       1
nor3_1         4
o21ai_1        1
o21ai_0        4
nor2b_1        5
nor2_1         5
fa_1           1
-- how the worst min path moves through the flow --
stage | end | slack, ns
global route | p[2]$_DFFE_PP_ | 0.49
CTS | PS[0]$_SDFF_PP0_ | 0.46
finish | PS[0]$_SDFF_PP0_ | 0.46
-- cell families after synthesis --
| kind of cell | after synthesis | synth area share, % |
|---|---|---|
| and+or+nand+nor | 47 | 14.5 |
| DFF | 35 | 63.4 |
| AOI/OAI and AO/OA | 23 | 9.54 |
| buffers and inverters | 11 | 2.69 |
| adders and majority gates | 10 | 8.15 |
| xor gates and xnor gates | 2 | 1.08 |
| muxes | 1 | 0.615 |
-- routing by layer --
metal	track usage, %	wire length [µm]	vias up
met5	0	0	-
met4	2.45	51	0
met3	4.20	158	6
met2	19.3	973	31
met1	24.4	1310	466
li1	-	-	507
-- layout by cell type, fill, tap and decap left out, types with 2 or more instances in the layout --
cell type,synthesis,final
a21o_1,2,2
a21oi_1,6,6
and2_1,8,8
buf_4,0,2
clkbuf_8,0,7
clkdlybuf4s50_1,0,17
dfxtp_1,2,2
edfxtp_1,33,33
ha_1,9,9
inv_1,7,7
nand2_1,16,16
nand3_1,3,3
nor2_1,5,5
nor2b_1,5,5
nor3_1,4,4
o21a_1,2,2
o21ai_0,4,4
o31ai_1,2,2
or3_1,2,2
xnor2_1,2,2
-- registers in the layout, summed over array words and instances (netlist names) --
register / flops
multiplicand: 8
p: 8
partial_product: 8
operand_b: 4
shift_count: 3
NS: 2
PS: 2
Power and IR drop assume default switching activity.
